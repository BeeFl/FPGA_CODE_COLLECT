File: /design/flow/config.mk
export PLATFORM = sky130hd
export DESIGN_NAME = fpga_iic_eeprom
export DESIGN_NICKNAME = fpga_iic_eeprom
export VERILOG_FILES = /design/flow/design.v
export SDC_FILE = /design/flow/constraint.sdc
export NUM_CORES = 4
export LEC_CHECK = 1
export CORE_UTILIZATION = 40
File: /design/flow/constraint.sdc
current_design fpga_iic_eeprom

set clk_period 2.9
set clk_io_pct 0.2

create_clock -name clk0 -period $clk_period [get_ports {clk}]

set non_clock_inputs [all_inputs -no_clocks]
set_input_delay [expr $clk_period * $clk_io_pct] -clock clk0 $non_clock_inputs
set_output_delay [expr $clk_period * $clk_io_pct] -clock clk0 [all_outputs]
File: /design/flow/design.v
module fpga_iic_eeprom(
    (* mark_debug = "true" *) output       SCL,           
    (* mark_debug = "true" *) inout        SDA,           
    (* mark_debug = "true" *) output [3:0] LED_STATE,  
    input        clk,           
    input        rst_n         
);
parameter CLK_FRQ=50000000;
parameter CNT_3SEC=CLK_FRQ*3-1;
parameter CNT_1SEC=CLK_FRQ-1;
(* mark_debug = "true" *) reg [4:0] state;
reg [3:0] write_byte_cnt;
reg [7:0] write_byte_reg;
(* mark_debug = "true" *) reg [6:0] cnt;
(* mark_debug = "true" *) wire read_start_flag_wire;
(* mark_debug = "true" *) wire write_start_flag_wire;
reg [31:0]auto_read_write_cnt_reg;
assign write_start_flag_wire=(auto_read_write_cnt_reg==CNT_1SEC)?1'b1:1'b0;
assign read_start_flag_wire=(auto_read_write_cnt_reg==CNT_3SEC)?1'b1:1'b0;
always@(posedge clk or negedge rst_n)begin
    if(rst_n=='b0)begin
        auto_read_write_cnt_reg<='d0;
    end
    else begin
        if(auto_read_write_cnt_reg<CNT_3SEC)begin
            auto_read_write_cnt_reg<=auto_read_write_cnt_reg+'d1;
        end
        else begin
            auto_read_write_cnt_reg<='b0;
        end
    end
end
always @(posedge clk, negedge rst_n) begin
    if(!rst_n)
        cnt <= 7'd0;
    else if(cnt == 7'd124)
        cnt <= 7'd0;
    else
        cnt <= cnt + 1'b1;
end
reg SCL_r;
always @(posedge clk, negedge rst_n) begin
    if(!rst_n)
        SCL_r <= 1'b0;
    else begin
        if(cnt == 7'd0)
            SCL_r <= 1'b1;   
        else if(cnt == 7'd50)
            SCL_r <= 1'b0;   
    end
end
assign SCL = SCL_r;
parameter WRITE_CTRL_BYTE = 8'b1010_0000,   
          READ_CTRL_BYTE  = 8'b1010_0001,   
          WRITE_DATA      = 8'b0000_0101,   
          WRITE_READ_ADDR = 8'b0001_1110;   
reg SDA_r;
reg SDA_en;
assign SDA = SDA_en ? SDA_r : 1'bz;   
reg [3:0] OUT_LED_DATA_reg;
assign LED_STATE = OUT_LED_DATA_reg;
parameter IDLE              = 5'd0,
          START_W           = 5'd1,
          SEND_CTRL_BYTE_W  = 5'd2,
          RECEIVE_ACK_1_W   = 5'd3,
          SEND_ADDR_BYTE_W  = 5'd4,
          RECEIVE_ACK_2_W   = 5'd5,
          SEND_DATA_BYTE_W  = 5'd6,
          RECEIVE_ACK_3_W   = 5'd7,
          STOP_W            = 5'd8,
          START_R_1           = 5'd9,
          SEND_CTRL_BYTE_1_R  = 5'd10,
          RECEIVE_ACK_1_R     = 5'd11,
          SEND_ADDR_BYTE_R    = 5'd12,
          RECEIVE_ACK_2_R     = 5'd13,
          START_R_2           = 5'd14,
          SEND_CTRL_BYTE_2_R  = 5'd15,
          RECEIVE_ACK_3_R     = 5'd16,
          RECEIVE_DATA_R      = 5'd17,
          STOP_R              = 5'd18;
always @(posedge clk, negedge rst_n) begin
    if(!rst_n) begin
        state <= IDLE;
        write_byte_cnt <= 4'd0;
        write_byte_reg <= 8'd0;
        OUT_LED_DATA_reg <= 4'b0000;   
        SDA_en <= 1'b0;
    end
    else begin
        case(state)
            IDLE: begin
                SDA_en <= 1'b1;
                SDA_r <= 1'b1;
                if(write_start_flag_wire == 1'b1) begin
                    state <= START_W;
                end
                else if(read_start_flag_wire == 1'b1) 
                    state <= START_R_1;
                else
                    state <= IDLE;
            end
            START_W: begin
                if((cnt == 11'd25)) begin
                    SDA_r <= 1'b0;
                    write_byte_cnt <= 4'd0;
                    write_byte_reg <= WRITE_CTRL_BYTE;
                    state <= SEND_CTRL_BYTE_W;
                end
                else
                    state <= START_W;
            end
            SEND_CTRL_BYTE_W: begin
                if((cnt == 11'd87)) begin
                    case(write_byte_cnt)
                        0: SDA_r <= write_byte_reg[7]; 
                        1: SDA_r <= write_byte_reg[6]; 
                        2: SDA_r <= write_byte_reg[5];
                        3: SDA_r <= write_byte_reg[4];
                        4: SDA_r <= write_byte_reg[3];
                        5: SDA_r <= write_byte_reg[2];
                        6: SDA_r <= write_byte_reg[1];
                        7: SDA_r <= write_byte_reg[0];
                        default: ;
                    endcase
                    write_byte_cnt <= write_byte_cnt + 1'b1;
                    if(write_byte_cnt == 4'd8) begin
                        write_byte_cnt <= 4'd0;
                        SDA_en <= 1'b0;   
                        state <= RECEIVE_ACK_1_W;
                    end
                    else 
                        state <= SEND_CTRL_BYTE_W;
                end
            end
            RECEIVE_ACK_1_W: begin
                if((cnt == 11'd50)) begin
                    write_byte_reg <= WRITE_READ_ADDR;
                    SDA_en <= 1'b1;
                    state <= SEND_ADDR_BYTE_W;
                end
                else
                    state <= RECEIVE_ACK_1_W;
            end
            SEND_ADDR_BYTE_W: begin
                if((cnt == 11'd87)) begin
                    case(write_byte_cnt)
                        0: SDA_r <= write_byte_reg[7];
                        1: SDA_r <= write_byte_reg[6];
                        2: SDA_r <= write_byte_reg[5];
                        3: SDA_r <= write_byte_reg[4];
                        4: SDA_r <= write_byte_reg[3];
                        5: SDA_r <= write_byte_reg[2];
                        6: SDA_r <= write_byte_reg[1];
                        7: SDA_r <= write_byte_reg[0];
                        default: ;
                    endcase
                    write_byte_cnt <= write_byte_cnt + 1'b1;
                    if(write_byte_cnt == 4'd8) begin
                        write_byte_cnt <= 4'd0;
                        SDA_en <= 1'b0;   
                        state <= RECEIVE_ACK_2_W;
                    end
                    else
                        state <= SEND_ADDR_BYTE_W;
                end
            end
            RECEIVE_ACK_2_W: begin
                if((cnt == 11'd50)) begin
                    write_byte_reg <= WRITE_DATA;
                    SDA_en <= 1'b1;
                    state <= SEND_DATA_BYTE_W;
                end
                else
                    state <= RECEIVE_ACK_2_W;
            end
            SEND_DATA_BYTE_W: begin
                if((cnt == 11'd87)) begin
                    case(write_byte_cnt)
                        0: SDA_r <= write_byte_reg[7];
                        1: SDA_r <= write_byte_reg[6];
                        2: SDA_r <= write_byte_reg[5];
                        3: SDA_r <= write_byte_reg[4];
                        4: SDA_r <= write_byte_reg[3];
                        5: SDA_r <= write_byte_reg[2];
                        6: SDA_r <= write_byte_reg[1];
                        7: SDA_r <= write_byte_reg[0];
                        default: ;
                    endcase
                    write_byte_cnt <= write_byte_cnt + 1'b1;
                    if(write_byte_cnt == 4'd8) begin
                        write_byte_cnt <= 4'd0;
                        SDA_en <= 1'b0;   
                        state <= RECEIVE_ACK_3_W;
                    end
                    else
                        state <= SEND_DATA_BYTE_W;
                end
            end
            RECEIVE_ACK_3_W: begin
                if((cnt == 11'd50)) begin
                    SDA_en <= 1'b1;
                    state <= STOP_W;
                end
                else
                    state <= RECEIVE_ACK_3_W;
            end
            STOP_W: begin
                if((cnt == 11'd87)) 
                    SDA_r <= 1'b0;
                else if((cnt == 11'd25)) begin
                    SDA_r <= 1'b1;
                    OUT_LED_DATA_reg <= 4'b1111;   
                    state <= IDLE;
                end
            end
            START_R_1: begin
                if((cnt == 11'd25)) begin
                    SDA_r <= 1'b0;
                    write_byte_cnt <= 4'd0;
                    write_byte_reg <= WRITE_CTRL_BYTE;
                    state <= SEND_CTRL_BYTE_1_R;
                end
                else
                    state <= START_R_1;
            end
            SEND_CTRL_BYTE_1_R: begin
                if((cnt == 11'd87)) begin
                    case(write_byte_cnt)
                        0: SDA_r <= write_byte_reg[7];
                        1: SDA_r <= write_byte_reg[6];
                        2: SDA_r <= write_byte_reg[5];
                        3: SDA_r <= write_byte_reg[4];
                        4: SDA_r <= write_byte_reg[3];
                        5: SDA_r <= write_byte_reg[2];
                        6: SDA_r <= write_byte_reg[1];
                        7: SDA_r <= write_byte_reg[0];
                        default: ;
                    endcase
                    write_byte_cnt <= write_byte_cnt + 1'b1;
                    if(write_byte_cnt == 4'd8) begin
                        write_byte_cnt <= 4'd0;
                        SDA_en <= 1'b0;   
                        state <= RECEIVE_ACK_1_R;
                    end
                    else
                        state <= SEND_CTRL_BYTE_1_R;
                end
            end
            RECEIVE_ACK_1_R: begin
                if((cnt == 11'd50)) begin
                    SDA_en <= 1'b1;
                    write_byte_reg <= WRITE_READ_ADDR;
                    state <= SEND_ADDR_BYTE_R;
                end
                else
                    state <= RECEIVE_ACK_1_R;
            end
            SEND_ADDR_BYTE_R: begin
                if((cnt == 11'd87)) begin
                    case(write_byte_cnt)
                        0: SDA_r <= write_byte_reg[7];
                        1: SDA_r <= write_byte_reg[6];
                        2: SDA_r <= write_byte_reg[5];
                        3: SDA_r <= write_byte_reg[4];
                        4: SDA_r <= write_byte_reg[3];
                        5: SDA_r <= write_byte_reg[2];
                        6: SDA_r <= write_byte_reg[1];
                        7: SDA_r <= write_byte_reg[0];
                        default: ;
                    endcase
                    write_byte_cnt <= write_byte_cnt + 1'b1;
                    if(write_byte_cnt == 4'd8) begin
                        write_byte_cnt <= 4'd0;
                        SDA_en <= 1'b0;   
                        state <= RECEIVE_ACK_2_R;
                    end
                    else
                        state <= SEND_ADDR_BYTE_R;
                end
            end
            RECEIVE_ACK_2_R: begin
                if((cnt == 11'd50)) begin
                    SDA_en <= 1'b1;
                    SDA_r <= 1'b1;   
                    state <= START_R_2;
                end
                else
                    state <= RECEIVE_ACK_2_R;
            end
            START_R_2: begin
                if((cnt == 11'd25)) begin
                    SDA_r <= 1'b0;
                    write_byte_cnt <= 4'd0;
                    write_byte_reg <= READ_CTRL_BYTE;
                    state <= SEND_CTRL_BYTE_2_R;
                end
                else
                    state <= START_R_2;
            end
            SEND_CTRL_BYTE_2_R: begin
                if((cnt == 11'd87)) begin
                    case(write_byte_cnt)
                        0: SDA_r <= write_byte_reg[7];
                        1: SDA_r <= write_byte_reg[6];
                        2: SDA_r <= write_byte_reg[5];
                        3: SDA_r <= write_byte_reg[4];
                        4: SDA_r <= write_byte_reg[3];
                        5: SDA_r <= write_byte_reg[2];
                        6: SDA_r <= write_byte_reg[1];
                        7: SDA_r <= write_byte_reg[0];
                        default: ;
                    endcase
                    write_byte_cnt <= write_byte_cnt + 1'b1;
                    if(write_byte_cnt == 4'd8) begin
                        write_byte_cnt <= 4'd0;
                        SDA_en <= 1'b0;   
                        state <= RECEIVE_ACK_3_R;
                    end
                    else
                        state <= SEND_CTRL_BYTE_2_R;
                end
            end
            RECEIVE_ACK_3_R: begin
                if((cnt == 11'd50)) begin
                    state <= RECEIVE_DATA_R;
                end
                else
                    state <= RECEIVE_ACK_3_R;
            end
            RECEIVE_DATA_R: begin
                if((cnt == 11'd25)) begin
                    case(write_byte_cnt)
                        0: write_byte_reg[7] <= SDA;
                        1: write_byte_reg[6] <= SDA;
                        2: write_byte_reg[5] <= SDA;
                        3: write_byte_reg[4] <= SDA;
                        4: write_byte_reg[3] <= SDA;
                        5: write_byte_reg[2] <= SDA;
                        6: write_byte_reg[1] <= SDA;
                        7: write_byte_reg[0] <= SDA;
                        default: ;
                    endcase
                    write_byte_cnt <= write_byte_cnt + 1'b1;
                    if(write_byte_cnt == 4'd8) begin
                        write_byte_cnt <= 4'd0;
                        SDA_en <= 1'b1;   
                        state <= STOP_R;
                    end
                end
                else
                    state <= RECEIVE_DATA_R;
            end
            STOP_R: begin
                if((cnt == 11'd87))
                    SDA_r <= 1'b0;
                else if((cnt == 11'd25)) begin
                    SDA_r <= 1'b1;
                    OUT_LED_DATA_reg <= write_byte_reg[3:0];   
                    state <= IDLE;
                end
            end
        endcase
    end
end
endmodule
File: /design/flow/run.sh
#!/bin/bash
# OpenROAD 26Q1-2900-gdf79404cd8, Yosys 0.63+post, stock flow scripts
make -C /OpenROAD-flow-scripts/flow DESIGN_CONFIG=/design/flow/config.mk WORK_HOME=/design/flow/orfs finish
==> results.yml <==
# yosys + openroad results
synth:
  area_leaders: "dfrtp_1, nor2_1, nand2_1"
  ys_chip_area_mm2: 0.00390
  synth_area_mm2: 0.00390
  yosys_register_bits: 76
  postSynthCellCount: 388
  synth_top_area_share: 0.475
  synth-edff-count: 1
  yosys-top-cells-count: "dfrtp_1, nor2_1, nand2_1"
  yosysWarnings: 2
  seq_area_frac_synth: 0.489
  synthArstFlopShare: 0.987
  yosysTopAreaCell: "dfrtp_1"
  synth_cell_types: 62
  avgSynthCellArea_um2: 10.1
  yosysMostFrequentCell: "dfrtp_1"
  synth-cells-yosys: 388
  ys.flop_type: "dfrtp_1"
clock_network:
  clockBufferDepth: 2
  post_cts_buffers: 0
  hold_buffers: 0
  clock-sinks: 76
  htree_levels: 3
  cts_made_buffers: 9
  cts_root_buffer: "clkbuf_8"
  cts.repair.resized: 0
floorplan:
  rows: 35
  fp.dieW_um: 101
  io_pins: 8
  dieHeight_um: 101
  fp_util: 0.418
placed_design:
  dp_hpwl_mm: 5.33
  routabilityCongestion: 0.846
  port_buffers: 6
  placedCellCount: 520
run_status:
  firstError: "[error] [KeplerFormal.cpp:679] Workflow failed: Iso has multiple drivers: .SDA0, SDA$_DFFE_PP_.Q0"
  status: "stopped before the end"
  flow.stopped_at: "4_1_cts"
==> logic make-up after synthesis <==
logic type      share of synthesized area
simple gates                        0.245
flops                               0.489
compound gates                      0.138
xor+xnor                           0.0651
buf+inv                            0.0215
fa+ha+maj                          0.0289
mux                                0.0115
other cells                      0.000961
==> stage by stage <==
step	setup slack, ps	hold slack (ps)	instance area [µm²]
after detailed placement	597	482	4110
after global placement	613	477	4110
after floorplan	918	284	3910
